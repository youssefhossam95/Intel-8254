[design/flow/run.sh]
#!/bin/bash
# OpenROAD 26Q1-2900-gdf79404cd8, Yosys 0.63+post, stock flow scripts
make -C /OpenROAD-flow-scripts/flow DESIGN_CONFIG=/design/flow/config.mk WORK_HOME=/design/flow/orfs finish
[design/flow/config.mk]
export PLATFORM = sky130hd
export DESIGN_NAME = ControlLogic
export DESIGN_NICKNAME = ControlLogic
export VERILOG_FILES = /design/flow/design.v
export SDC_FILE = /design/flow/constraint.sdc
export NUM_CORES = 4
export LEC_CHECK = 1
export CORE_AREA = 10 10 70 70
export DIE_AREA = 0 0 80 80
[design/flow/constraint.sdc]
current_design ControlLogic

set clk_period 1.0
set clk_io_pct 0.2

create_clock -name clk0 -period $clk_period [get_ports {GATE}]
create_clock -name clk1 -period $clk_period [get_ports {clk}]

set non_clock_inputs [all_inputs -no_clocks]
set_input_delay [expr $clk_period * $clk_io_pct] -clock clk0 $non_clock_inputs
set_output_delay [expr $clk_period * $clk_io_pct] -clock clk0 [all_outputs]
[design/flow/design.v]
module ControlLogic(control_word,status_byte,clk,GATE,OUT,null_count,load_new_count,count_loaded,counter_programmed,
  CR_enable,OL_enable,status_register_enable,status_latch_enable,count_enable,CR_reset,
  A,WR,RD,CS,my_address,read_count_enable,read_status_enable,
  initial_count,current_count,enableTwo);
  input [7:0] control_word,status_byte;
  input clk,GATE;
  output OUT,null_count,load_new_count,counter_programmed;
  input count_loaded;
  output [1:0] CR_enable,OL_enable;
  output status_register_enable,status_latch_enable,count_enable,CR_reset;
  input [1:0] A,my_address;
  input WR,RD,CS;
  output [1:0] read_count_enable;
  output read_status_enable;
  input [15:0] initial_count;
  input [15:0] current_count;
  output enableTwo;
  reg [1:0] CR_enable,OL_enable;
  reg MSB_write,MSB_read;
  reg counter_latched,status_latched;
  reg [1:0] read_count_enable;
  reg read_status_enable;
  reg CR_reset,status_latch_enable;
  reg counter_programmed;
  reg load_new_count,OUT;
	reg count_enable;
	wire [2:0] mode;
	reg enableTwo;
	reg outFlag,startLoading,mode2Init;
	wire [1:0] readType;  
	reg lastDigit;
	assign readType=status_byte[5:4];
	assign mode=status_byte[3:1];
	always@(posedge clk)
	begin 
		if(mode!=3) begin 
			enableTwo=0;
		end 
	end 
	always@(GATE or clk)
	begin 
		if(mode==0) begin 
			count_enable<=GATE;
		end
	end 
	always@(posedge clk)
	begin 
		load_new_count=0;
		if(startLoading && mode==0) begin   
			OUT=0;
			startLoading=0;
			load_new_count=1;
		end
		else begin
			if(control_word[3:1]==0 && RD==1 && WR==0 && CS==0 && control_word[7:6]==my_address) begin  
					OUT=0;
			end 
			else begin 
				if(current_count<=1 && mode==0) begin 
					OUT=1;
				end
			end 
		end
	end
	always@(posedge GATE)
	begin 
		if(mode==1) begin 
			load_new_count=1;
			outFlag=1;
			count_enable=1;
		end 
	end
	always@(posedge clk)
	begin
		if(mode==1) begin
			load_new_count=0;
			if(current_count==1) begin 
				OUT=1;
			end 
			if(outFlag) begin 
				OUT=0;
				outFlag=0;
			end
		end
	end
	always@(posedge clk)
	begin 
		if(mode==3) begin 
			enableTwo=1;
			load_new_count=0;
			if(lastDigit==0) begin 
				if(current_count==4) begin 
					load_new_count=1;
				end
				if(current_count==2) begin 
					OUT=~OUT;
					lastDigit=initial_count[0];
				end
			end 
			else begin 
				if(OUT) begin 
					if(current_count==2) begin 
						load_new_count=1;
					end
					if(current_count==0) begin 
						OUT=~OUT;
						lastDigit=initial_count[0];
					end
				end 
				else begin
					if(current_count==4) begin 
						load_new_count=1;
					end
					if(current_count==2) begin 
						OUT=~OUT;
						lastDigit=initial_count[0];
					end
				end
			end
		end
	end 
	always@(negedge GATE)
	begin
		if(mode==3) begin 
			OUT=1;
			count_enable=0;
		end
	end
	always@(posedge GATE)
	begin 
		if(mode==3) begin 
			load_new_count=1;
			lastDigit=initial_count[0];
			count_enable=1;
		end
	end
	always@(GATE or clk)
	begin 
		if(mode==4) begin 
			count_enable<=GATE;
		end
	end 
	always@(posedge clk)
	begin 
		if(mode==4) begin 
			load_new_count=0;
			OUT=1;
			if(startLoading) begin   
				startLoading=0;
				load_new_count=1;
			end
			if(current_count==1) begin 
					OUT=0;
			end
		end 
	end 
	always@(negedge GATE)
	begin
		if(mode==2) begin 
			OUT=1;
			count_enable=0;
		end
	end
	always@(posedge GATE)
	begin 
		if(mode==2) begin 
			load_new_count=1;
			count_enable=1;
		end
	end
	always@(posedge clk)
	begin
		if(control_word[3:1]==2 && RD==1 && WR==0 && CS==0 && control_word[7:6]==my_address) begin 
			mode2Init=1;
		end
		if(mode==2) begin
			OUT=1;
			if(startLoading && mode2Init) begin  
				mode2Init=0;
				startLoading=0;
				load_new_count=1;
			end
			if(current_count==2) begin 
				load_new_count=1;
				OUT=0;
			end
		end
	end
	reg init_done;
	reg strobe_effect;
	reg check_state;
	reg [4:0]tester;
	reg mode_5_zero_flag;
	reg mode_3_zero_flag;
	reg mode_3_odd_flag;
	reg mode_3_high_flag;
	reg mode_3_low_flag;
	reg  mode_3_init_done;
	reg [15:0] mode_3_init_temp;
	reg strobe, is_loaded;
	initial
	begin
	strobe<=0;
	is_loaded<=0;
	OUT<=1;
	init_done<=0;
	load_new_count<=0;
	mode_5_zero_flag<=0;
	mode_3_init_done<=0;
	if (control_word[1:0]==2'b11)  
	begin
	if (initial_count[0]==1'b1)
	begin
	mode_3_odd_flag<=1;
	end
	else if (initial_count[0]==1'b0)
	begin
	mode_3_init_temp<=initial_count;
	mode_3_odd_flag<=0;
	end
	end
	end
  always @(posedge GATE)
  begin
	if(mode==5) begin 
		load_new_count=1;
		init_done=1;
	end
  end
  always @(posedge clk) 
begin
if (mode==3'b101)
begin
count_enable<=1;
if ({GATE,mode_5_zero_flag}==2'b11)
begin
mode_5_zero_flag<=0;
end
else if ({load_new_count,is_loaded,strobe,init_done}==4'b0000||GATE==1'b0)
begin
OUT<=1;
init_done<=0;
end
else if ({load_new_count,is_loaded,strobe,init_done}==4'b0001 ||{load_new_count,is_loaded,strobe,init_done}==4'b1001)
begin
if (GATE==1'b1)
mode_5_zero_flag<=0;
load_new_count<=1'b0;
begin
if (current_count>1)
begin
OUT<=1;
end
else if (current_count==1)
begin
OUT<=0;
init_done<=0;
end
end
end
if (GATE==1'b0)
begin
strobe<=0;
 is_loaded<=0;
 OUT<=1;
init_done<=0;
mode_5_zero_flag<=1;
end
end
end
  assign status_register_enable = (control_word[7:6]==my_address & ~(control_word[5:4]==2'b00))? 1 : 0;
  assign null_count = (count_loaded==0)? 1 : 0;
  always @(count_loaded)
  if(count_loaded==0)
    counter_programmed <= 0;
  always @(control_word)
  begin
    if(control_word[7:6]==my_address & ~(control_word[5:4]==2'b00))  
    begin
      CR_reset <= 1;
      MSB_write <= 0;
      OL_enable <= 2'b11;
      status_latch_enable <= 1;
      counter_latched <= 0;
      status_latched <= 0;
      read_count_enable <= 2'b00;
      read_status_enable <= 0;
      counter_programmed <= 1;
    end
    else if(control_word[7:6]==my_address & control_word[5:4]==2'b00)  
    begin
      OL_enable <= 2'b00;
      counter_latched <= 1;
      MSB_read <= 0;
    end
    else if(control_word[7:6]==2'b11 & control_word[my_address+1]==1)  
    begin
      if(control_word[5]==0)   
      begin
        OL_enable <= 2'b00;
        counter_latched <= 1;
        MSB_read <= 0;
      end
      if(control_word[4]==0)   
      begin
        status_latch_enable <= 0;
        status_latched <= 1;
      end
    end
  end
  always @(A,WR,RD,CS)
  begin
    if(A==my_address & RD==0 & WR==1 & CS==0)  
    begin
      if(status_latched)   
      begin
        read_count_enable <= 2'b00;
        read_status_enable <= 1;
        status_latch_enable <= 1;
        status_latched <= 0;
      end
      else if(counter_latched)   
      begin
        if(status_byte[5:4]==2'b01)
        begin
          read_count_enable <= 2'b01;
          read_status_enable <= 0;
          OL_enable <= 2'b11;
          counter_latched <= 0;
        end
        else if(status_byte[5:4]==2'b10)
        begin
          read_count_enable <= 2'b10;
          read_status_enable <= 0;
          OL_enable <= 2'b11;
          counter_latched <= 0;
        end
        else if(status_byte[5:4]==2'b11)
        begin
          if(MSB_read)
          begin
            read_count_enable <= 2'b10;
            read_status_enable <= 0;
            OL_enable[1] <= 1;
            counter_latched <= 0;
          end
          else
          begin
            read_count_enable <= 2'b01;
            read_status_enable <= 0;
            OL_enable[0] <= 1;
          end
          MSB_read <= ~MSB_read;
        end
      end
      else   
      begin
        if(status_byte[5:4]==2'b01)
        begin
          read_count_enable <= 2'b01;
          read_status_enable <= 0;
        end
        else if(status_byte[5:4]==2'b10)
        begin
          read_count_enable <= 2'b10;
          read_status_enable <= 0;
        end
        else if(status_byte[5:4]==2'b11)
        begin
          if(MSB_read)
          begin
            read_count_enable <= 2'b10;
            read_status_enable <= 0;
          end
          else
          begin
            read_count_enable <= 2'b01;
            read_status_enable <= 0;
          end
          MSB_read <= ~MSB_read;
        end
      end
    end
    else if(A==my_address & RD==1 & WR==0 & CS==0)  
    begin
      CR_reset <= 0;
      if(status_byte[5:4]==2'b01)
	  begin
	    startLoading <= 1;
        CR_enable <= 2'b01;
	  end
      else if(status_byte[5:4]==2'b10)
	  begin
	    startLoading <= 1;
        CR_enable <= 2'b10;
	  end
      else if(status_byte[5:4]==2'b11)
      begin
        if(MSB_write)
		begin
	      startLoading <= 1;
          CR_enable <= 2'b10;
		end
        else
          CR_enable <= 2'b01;
        MSB_write <= ~MSB_write;
      end
    end
  end
endmodule
==> qor.txt <==
status: finished clean
Cell Type Count: 11
number of global-route vias before repair: 197
max_cap viols: 0
number of OpenROAD warnings: 73
Yosys chip area: 206 um^2
Syn Std Cell Area: 206 um^2
max FFs per register: 2
Power Internal: 0.0714 mW
via density per instance: 1.96
crit path launch: control_word[7]
Pins Over Slew Limit: 0
final worst slack: 0.0719 ns
first-pass GRT wire length: 903 um
Avg Inst Size Synth: 7.65 um^2
RSZ-0062 raised after global routing: no
GPL Wtd Cong: 0.736
Power per Cell Area: 258 nW/um^2
Crit Path Class: in -> out
worst hold endpoint: status_register_enable
die width: 80 um
initial antenna violation count: 0
starting DRC count in detailed routing: 0
drt first pass iters: 1
Hold Path Class: in -> out
I/O pins: 74
GR Util All Layers: 1.62%
endpoints left unconstrained: 4
Fin Hold WS: 0.769 ns
core area: 3420 um^2
clock share of power: 0%
Peak VDD IR: 0.0000267 V
Cells on Worst Hold Path: 4
HPWL Detailed: 625 um
Pleak: 0.172 nW
Max-area cell share: 43.6%
FP Core Util: 6.04%
PortBufs: 18
share of post-route cells with drive strength above 1: 15.6%
Crit Path Max Fanout: 1
WL/cell: 6.97 um
hold bufs inserted after CTS: 0
top cells, area: buf_4 (44%), dlxtn_1 (15%), xnor2_1 (8.5%)
Worst Hold Launch: my_address[1]
std cell rows: 21
CP endpoint kind: output pin
yosys cell count: 27
DP Worst Slack: -0.686 ns
CP Data Required Time: 0.80 ns
sw frac: 27.6%
Gate power share: 93.3%
most frequent cells in the layout: conb_1 (12), clkdlybuf4s50_1 (9), dlygate4sd2_1 (4)
GR Overflow Total: 0
largest net degree at the start of global routing: 3
area leader, netlist: buf_4
area delta synth->final: 84.8%
arrival time worst endpoint: 0.73 ns
setup bufs post-CTS: 0
most numerous logic cell after layout: conb_1
count of unclocked register or latch pins: 2
Die H: 80 um
drt drc: 0
switching power: 0.0272 mW
FF+latch count, synth: 2
diode count: 0
Routed Antenna Nets: 0
Sequential Power Share: 6.7%
final setup fails: 0
final wirelength: 634 um
final hold vios: 0
Syn. warnings: 52
chip area: 6400 um^2
Mapped Cells: 27
Largest regs: CR_enable (2)
detailed-route via count: 178
startpoint types: input pin
Reg with most FFs: CR_enable
stage by stage:
step,cell area (um^2),util (%),TNS [ns],instances,power [mW]
2_1_floorplan,244,-,0,37,0.0605
3_3_place_gp,407,11.9,-0.960,91,0.118
3_5_place_dp,407,11.9,-0.994,91,0.119
4_1_cts,395,11.6,-0.0285,91,0.105
5_1_grt,382,11.2,0,91,0.111
6_report,382,11.2,0,91,0.0985
layer usage:
layer	global-route usage, %	wire, um	vias to the layer above
met5	0	0	-
met4	0	0	0
met3	0.341	60	0
met2	2.89	324	14
met1	2.05	249	70
li1	-	-	94
area by class of cell:
type | count | area [um^2]
repair buffers | 20 | 170
fillers | 405 | 3030
multi-input cells | 21 | 116
flip-flops and latches | 2 | 30.0
inverters | 2 | 7.51
well taps | 46 | 57.6
cell usage after synthesis, drive strengths merged:
library cell,number
conb,2
xnor2,2
xor2,2
o2111ai,1
nor2b,1
nor2,1
nor3,1
nor3b,1
buf,12
dlxtn,2
inv,2
power groups by stage:
| stage | sequential, mW | combinational, mW | clock, mW |
|---|---|---|---|
| 4_1_cts | 0.00664 | 0.0985 | 0 |
| 5_1_grt | 0.00688 | 0.104 | 0 |
| 6_report | 0.00664 | 0.0919 | 0 |
kinds of logic after synthesis:
family,share of synthesized area (%)
other,3.64
latches,14.5
and+or+nand+nor,13.3
buffers and inverters,47.3
xor gates and xnor gates,17.0
AOI/OAI and AO/OA,4.24
worst max-delay path by stage:
stage / endpoint
5_1_grt: status_register_enable
4_1_cts: status_register_enable
6_report: status_register_enable
critical path: stages:
cell and delay, ns:
clkdlybuf4s15_1 0.17, xor2_1 0.15, nor3_2 0.10, buf_2 0.11
timing repair:
action,in CTS,in global routing
gates resized,14,5
pin swaps,4,3
setup endpoints to repair,2,1
Power and IR drop assume default switching activity.
